### flow/design.v
module mem_axi #
(
  parameter MEM_LEN_BITS = 8,
  parameter MEM_ADDR_BITS = 32,
  parameter MEM_DATA_BITS = 64,
  parameter MEM_AXI_DATA_BITS = 64,
  parameter MEM_AXI_ADDR_BITS = 32,
  parameter MEM_AXI_ID_BITS = 1,
  parameter MEM_AXI_USER_BITS = 1,
  parameter MEM_AXI_STRB_BITS = MEM_AXI_DATA_BITS / 8
)
(
  input                          clock,
  input                          reset,
  output                         mem_req_valid,
  output                         mem_req_opcode,
  output      [MEM_LEN_BITS-1:0] mem_req_len,
  output     [MEM_ADDR_BITS-1:0] mem_req_addr,
  output                         mem_wr_valid,
  output     [MEM_DATA_BITS-1:0] mem_wr_bits,
  input                          mem_rd_valid,
  input      [MEM_DATA_BITS-1:0] mem_rd_bits,
  output                         mem_rd_ready,
  input                          m_axi_gmem_AWVALID,
  output                         m_axi_gmem_AWREADY,
  input  [MEM_AXI_ADDR_BITS-1:0] m_axi_gmem_AWADDR,
  input    [MEM_AXI_ID_BITS-1:0] m_axi_gmem_AWID,
  input                    [7:0] m_axi_gmem_AWLEN,
  input                    [2:0] m_axi_gmem_AWSIZE,
  input                    [1:0] m_axi_gmem_AWBURST,
  input                    [1:0] m_axi_gmem_AWLOCK,
  input                    [3:0] m_axi_gmem_AWCACHE,
  input                    [2:0] m_axi_gmem_AWPROT,
  input                    [3:0] m_axi_gmem_AWQOS,
  input                    [3:0] m_axi_gmem_AWREGION,
  input  [MEM_AXI_USER_BITS-1:0] m_axi_gmem_AWUSER,
  input                          m_axi_gmem_WVALID,
  output                         m_axi_gmem_WREADY,
  input  [MEM_AXI_DATA_BITS-1:0] m_axi_gmem_WDATA,
  input  [MEM_AXI_STRB_BITS-1:0] m_axi_gmem_WSTRB,
  input                          m_axi_gmem_WLAST,
  input    [MEM_AXI_ID_BITS-1:0] m_axi_gmem_WID,
  input  [MEM_AXI_USER_BITS-1:0] m_axi_gmem_WUSER,
  input                          m_axi_gmem_ARVALID,
  output                         m_axi_gmem_ARREADY,
  input  [MEM_AXI_ADDR_BITS-1:0] m_axi_gmem_ARADDR,
  input    [MEM_AXI_ID_BITS-1:0] m_axi_gmem_ARID,
  input                    [7:0] m_axi_gmem_ARLEN,
  input                    [2:0] m_axi_gmem_ARSIZE,
  input                    [1:0] m_axi_gmem_ARBURST,
  input                    [1:0] m_axi_gmem_ARLOCK,
  input                    [3:0] m_axi_gmem_ARCACHE,
  input                    [2:0] m_axi_gmem_ARPROT,
  input                    [3:0] m_axi_gmem_ARQOS,
  input                    [3:0] m_axi_gmem_ARREGION,
  input  [MEM_AXI_USER_BITS-1:0] m_axi_gmem_ARUSER,
  output                         m_axi_gmem_RVALID,
  input                          m_axi_gmem_RREADY,
  output [MEM_AXI_DATA_BITS-1:0] m_axi_gmem_RDATA,
  output                         m_axi_gmem_RLAST,
  output   [MEM_AXI_ID_BITS-1:0] m_axi_gmem_RID,
  output [MEM_AXI_USER_BITS-1:0] m_axi_gmem_RUSER,
  output                   [1:0] m_axi_gmem_RRESP,
  output                         m_axi_gmem_BVALID,
  input                          m_axi_gmem_BREADY,
  output                   [1:0] m_axi_gmem_BRESP,
  output   [MEM_AXI_ID_BITS-1:0] m_axi_gmem_BID,
  output [MEM_AXI_USER_BITS-1:0] m_axi_gmem_BUSER
);
  logic [MEM_LEN_BITS-1:0] len;
  typedef enum logic [2:0] {IDLE,
                            READ_DATA,
                            WRITE_DATA,
                            WRITE_ACK} state_t;
  state_t nstate, cstate;
  always_ff @(posedge clock)
    if (reset)
      cstate <= IDLE;
    else
      cstate <= nstate;
  always_comb begin
    nstate = cstate;
    case (cstate)
      IDLE: begin
        if (m_axi_gmem_ARVALID)
          nstate = READ_DATA;
        else if (m_axi_gmem_AWVALID)
          nstate = WRITE_DATA;
      end
      READ_DATA: begin
        if (m_axi_gmem_RREADY & mem_rd_valid & len == 'd0)
          nstate = IDLE;
      end
      WRITE_DATA: begin
        if (m_axi_gmem_WVALID & m_axi_gmem_WLAST)
          nstate = WRITE_ACK;
      end
      WRITE_ACK: begin
        if (m_axi_gmem_BREADY)
          nstate = IDLE;
      end
      default: begin
      end
    endcase
  end
  always_ff @(posedge clock)
    if (reset)
      len <= 'd0;
    else if ((cstate == IDLE) & m_axi_gmem_ARVALID)
      len <= m_axi_gmem_ARLEN;
    else if  ((cstate == IDLE) & m_axi_gmem_AWVALID)
      len <= m_axi_gmem_AWLEN;
    else if ((cstate == READ_DATA)
            & m_axi_gmem_RREADY
            & mem_rd_valid
            & len != 'd0)
      len <= len - 'd1;
  assign mem_req_valid = ((cstate == IDLE) & m_axi_gmem_ARVALID)
                       | ((cstate == IDLE) & m_axi_gmem_AWVALID);
  assign mem_req_opcode = ~m_axi_gmem_ARVALID;
  assign mem_req_len = m_axi_gmem_ARVALID? m_axi_gmem_ARLEN : m_axi_gmem_AWLEN;
  assign mem_req_addr = m_axi_gmem_ARVALID? m_axi_gmem_ARADDR : m_axi_gmem_AWADDR;
  assign m_axi_gmem_ARREADY = cstate == IDLE;
  assign m_axi_gmem_AWREADY = cstate == IDLE;
  assign m_axi_gmem_RVALID = (cstate == READ_DATA) & mem_rd_valid;
  assign m_axi_gmem_RDATA = mem_rd_bits;
  assign m_axi_gmem_RLAST = len == 'd0;
  assign m_axi_gmem_RRESP = 'd0;
  assign m_axi_gmem_RUSER = 'd0;
  assign m_axi_gmem_RID = 'd0;
  assign mem_rd_ready = (cstate == READ_DATA) & m_axi_gmem_RREADY;
  assign mem_wr_valid = (cstate == WRITE_DATA) & m_axi_gmem_WVALID;
  assign mem_wr_bits = m_axi_gmem_WDATA;
  assign m_axi_gmem_WREADY = cstate == WRITE_DATA;
  assign m_axi_gmem_BVALID = cstate == WRITE_ACK;
  assign m_axi_gmem_BRESP = 'd0;
  assign m_axi_gmem_BUSER = 'd0;
  assign m_axi_gmem_BID = 'd0;
  if (0) begin
    always_ff @(posedge clock) begin
      if (m_axi_gmem_AWVALID & m_axi_gmem_ARVALID)
        $display("[mem] waddr:%x len:%d", m_axi_gmem_AWADDR, m_axi_gmem_AWLEN);
      if (m_axi_gmem_ARVALID & m_axi_gmem_ARREADY)
        $display("[mem] raddr:%x len:%d", m_axi_gmem_ARADDR, m_axi_gmem_ARLEN);
      if (m_axi_gmem_RVALID & m_axi_gmem_RREADY)
        $display("[mem] rdata:%x", m_axi_gmem_RDATA);
      if (m_axi_gmem_WVALID & m_axi_gmem_WREADY)
        $display("[mem] wdata:%x wstrb:%x", m_axi_gmem_WDATA, m_axi_gmem_WSTRB);
    end
  end
endmodule
### flow/run.sh
#!/bin/bash
# OpenROAD 26Q1-2900-gdf79404cd8, Yosys 0.63+post, stock flow scripts
make -C /OpenROAD-flow-scripts/flow DESIGN_CONFIG=/design/flow/config.mk WORK_HOME=/design/flow/orfs finish
### flow/config.mk
export PLATFORM = sky130hd
export DESIGN_NAME = mem_axi
export DESIGN_NICKNAME = mem_axi
export VERILOG_FILES = /design/flow/design.v
export SDC_FILE = /design/flow/constraint.sdc
export NUM_CORES = 4
export LEC_CHECK = 1
export CORE_AREA = 10 10 183 183
export DIE_AREA = 0 0 193 193
### flow/constraint.sdc
current_design mem_axi

set clk_period 3.4
set clk_io_pct 0.2

create_clock -name clk0 -period $clk_period [get_ports {clock}]

set non_clock_inputs [all_inputs -no_clocks]
set_input_delay [expr $clk_period * $clk_io_pct] -clock clk0 $non_clock_inputs
set_output_delay [expr $clk_period * $clk_io_pct] -clock clk0 [all_outputs]
==> run notes <==
Notes from the flow run.

Outcome:
- The run finished with clean final reports.

Clocking:
- The run gives the H-tree depth reported by CTS as 1.
- For the worst-skew pair, the clock arrives at the later sink with an insertion delay of 0.25 ns.
- Per the CTS log, the buffer count on the longest clock path is 2.
- The run gives the cell at the root of the clock tree as sky130_fd_sc_hd__clkbuf_16.
- The run puts the number of CTS-inserted buffers at 3.
- Hold repair after CTS inserted 0 buffers.
- Once the clock tree was built, the resizer swapped 0 gates to a different size.
- The run gives the clock-pin slew of the registers on the worst-case setup and hold paths as 0.05 ns.
- For this design, the sink count on the clock tree is 12.
- The run gives the post-CTS setup buffer count as 0.
- The run gives the clock tree from TritonCTS as done.

Final layout:
- The run puts the proportion of layout cells with a drive suffix above 1 at 19.7%.
- In the layout the commonest cells are 137 x sky130_fd_sc_hd__clkdlybuf4s50_1, 40 x sky130_fd_sc_hd__mux2_2, 12 x sky130_fd_sc_hd__dfxtp_1.
- The most common logic cell in the final layout is sky130_fd_sc_hd__clkdlybuf4s50_1.
- The filler cells instantiated in the layout total 3378.
- The run gives the post-synthesis to final-layout area growth as 39.7%.
- The run gives the share of the core filled with cells as 11.1%.

Placed design:
- For this run the detailed placement stage logged an HPWL of 8850 µm.
- Routability-driven placement finished with a final weighted congestion of 0.736.
- Port buffering added 138 buffers.

Logic synthesis:
- The run gives the number of distinct library cell variants in the gate-level netlist after synthesis as 43.
- The run gives the total cell area reported by yosys after synthesis as 0.00235 mm².
- The run puts the yosys synthesis warning count at 1.
- The run puts the fraction of the yosys area taken by sequential cells at 10.2%.
- The run puts the async set-or-reset flop fraction in the synthesized netlist at 0%.
- After synthesis the netlist holds a flip-flop and latch count of 12.
- The mapped netlist covers 0.00235 mm².
- The run gives the average cell area after synthesis as 8.27 µm².
- The run puts the cell total in the yosys stat output at 284.
- The run gives the count of flip-flops with a built-in enable after synthesis as 0.
- The run gives the post-synthesis instance total as 284.
- The run gives the most used flip-flop cell after synthesis as sky130_fd_sc_hd__dfxtp_1.

Worst setup path:
- The run puts the required time reported for the critical path endpoint at 2.72 ns.
- The run gives the arrival time at the worst endpoint as 2.08 ns.
- The run gives the critical path capture point type as an output pin.
- The run gives the worst setup path category as input pin to output pin.
- The run gives the kind of start point of the critical path as an input pin.
- Per the timing report, the biggest fanout along the worst path comes to 9.
- The most critical setup path has its startpoint at m_axi_gmem_AWVALID.
- The worst register-to-register path begins at len[0]$_SDFFE_PP0P_.

Power:
- The power report lists cell-internal power as 582 µW.
- The run puts the fraction of power consumed by sequential logic at 22.1%.
- The run puts the ratio of total power to cell area at 246 mW/mm².
- The run puts the fraction of power consumed by the clock network at 32.1%.
- The run gives the power share of the combinational group as 45.8%.
- The run puts the static power due to leakage at 1.07 nW.
- The run gives the switching share of total power as 27.8%.
- The run gives the worst IR drop on VDD as 0.121 mV.
- The run puts the reported net switching power at 225 µW.

Route:
- The final layout contains routed wiring with a total length of 10400 µm.
- The run gives the number of routed nets with antenna violations as 0.
- The DRC violation total left in the routed layout is recorded as 0.
- In the routed layout, each cell is associated on average with a via count of 2.78.
- The run puts the antenna diode instance count at 0.
- Dividing the detail-routed wire length by the instance count gives 15.3 µm.
- The run gives the detailed-router iteration count before antenna repair as 4.
- The first routing iteration left 46 violations.
- The run puts the total number of vias at 1889.

Floorplan:
- The run puts the height of the die at 193 µm.
- The run gives the core box area as 0.0296 mm².
- The run gives the pre-placement core utilization as 7.94%.
- The run gives the number of ports placed on the die boundary as 461.
- According to the floorplan report, the die width is 193 µm.
- The run gives the total die size as 0.0372 mm².
- The run puts the placement row count at 63.

Global route:
- Total global-route track usage over all layers is 5.14%.
- The first global-routing pass estimated 14000 µm of wire.
- The number of global-route vias before repair is 2167.
- The run gives the residual overflow from global routing as 0.
- The run puts the number of antenna violations at the first check in global routing at 1.
- The run gives the maximum number of pins on one net before global-route repair as 47.

Timing:
- The run puts the clock skew after layout at 0.00619 ns.
- The run puts the actual slew at the worst max-slew pin at 0.590 ns.
- Setup repair after global routing left no endpoint under its margin.
- The final max-slew violation count recorded for this run is 0.
- The run gives the final sum of negative setup slack as 0 ns.
- The run gives the minimum hold slack as 0.493 ns.
- The run gives the final clock period utilization by the worst path as 81.3%.
- The run puts the final setup violation count at 0.
- Endpoints failing hold in the final report were tallied at 0.
- The run puts the maximum frequency from static timing analysis at 0.362 GHz.
- Across all checked pins, the minimum headroom to the slew limit is 60.5%.
- The run gives the post-route minimum period as 2.76 ns.

Flow run:
- The run puts the warning total across the stage logs at 84.
- Across the run, the number of max-cap violations was 0.

Hold path:
- According to the hold report, the worst path is of the flip-flop to flip-flop type.
- Per the hold report, the tightest min-delay path originates at cstate[3]$_DFF_P_.
[final cells by class]
cell class	instances	area, µm²	area share [%]
repair buffers	140	1400	42.8
well taps	390	488	14.9
clock buffers	4	88.8	2.71
flip-flops and latches	12	240	7.32
inverters	5	18.8	0.572
multi-input cells	129	1040	31.7
[synthesized netlist by cell type (2+ instances only)]
cell type,count,area [µm²]
sky130_fd_sc_hd__nor3_1,5,25.0
sky130_fd_sc_hd__nand2b_1,2,12.5
sky130_fd_sc_hd__a311oi_1,4,35.0
sky130_fd_sc_hd__xnor2_1,2,17.5
sky130_fd_sc_hd__buf_4,137,1030
sky130_fd_sc_hd__mux2_2,40,450
sky130_fd_sc_hd__nand3_1,9,45.0
sky130_fd_sc_hd__a211o_1,2,17.5
sky130_fd_sc_hd__nand2_1,9,33.8
sky130_fd_sc_hd__o21a_1,2,15.0
sky130_fd_sc_hd__and2_1,5,31.3
sky130_fd_sc_hd__o211ai_1,4,30.0
sky130_fd_sc_hd__nor2_1,4,15.0
sky130_fd_sc_hd__dfxtp_1,12,240
sky130_fd_sc_hd__nand4_1,3,18.8
sky130_fd_sc_hd__buf_6,2,22.5
sky130_fd_sc_hd__inv_1,4,15.0
sky130_fd_sc_hd__nand2_2,2,12.5
sky130_fd_sc_hd__a21oi_1,5,25.0
sky130_fd_sc_hd__ha_1,2,25.0
sky130_fd_sc_hd__a211oi_1,2,15.0
sky130_fd_sc_hd__o221ai_1,2,17.5
sky130_fd_sc_hd__clkbuf_1,5,18.8
[sequential cells by signal, summed over array words and instances (netlist names)]
name / flops
len: 8
cstate: 4
[critical path, stage by stage]
cell and delay, ns:
sky130_fd_sc_hd__clkdlybuf4s50_1 0.54, sky130_fd_sc_hd__o21ai_4 0.11, sky130_fd_sc_hd__inv_2 0.20, sky130_fd_sc_hd__clkdlybuf4s50_1 0.55
[path summary, 6_finish.rpt]
kind	end	slack, ns	cells past startpoint
max	mem_req_valid	0.64	4
min	cstate[3]$_DFF_P_	0.49	2
max reg2reg	len[5]$_SDFFE_PP0P_	1.67	6
min reg2reg	cstate[3]$_DFF_P_	0.49	2
[through the flow]
| stage | power [mW] | setup WS [ns] | instances | instance area (µm²) |
|---|---|---|---|---|
| floorplan | 0.413 | 1.24 | 291 | 2370 |
| global placement | 0.558 | 0.647 | 676 | 3190 |
| detailed placement | 0.560 | 0.650 | 676 | 3190 |
| CTS | 0.824 | 0.635 | 680 | 3280 |
| global route | 0.855 | 0.580 | 680 | 3280 |
| finish | 0.807 | 0.637 | 680 | 3280 |
[cells by family (layout without fill, tap and decap cells)]
group / count (synthesis) / count (layout) / synth area share, %
xor+xnor: 2 / 2 / 0.746
compound gates: 32 / 32 / 10.9
simple gates: 45 / 45 / 11.1
buf+inv: 150 / 149 / 46.6
mux: 40 / 40 / 19.2
other cells: 1 / 8 / 0.160
flops: 12 / 12 / 10.2
fa+ha+maj: 2 / 2 / 1.07
[per-layer routing]
metal  part of all wire [%]  track usage (%)  routed length, µm
met5                      0                0                  0
met4                    6.4             3.17                660
met3                     14             3.05               1460
met2                     46             7.99               4750
met1                     34             5.21               3510
[power groups by stage]
stage         Clock, mW  Combinational, mW  Sequential, mW
CTS               0.263              0.382           0.178
global route      0.267              0.407           0.181
finish            0.259              0.370           0.178
Power and IR drop assume default switching activity.
