`flow/config.mk`:
```
export PLATFORM = sky130hd
export DESIGN_NAME = accel
export DESIGN_NICKNAME = accel
export VERILOG_FILES = /design/flow/design.v
export SDC_FILE = /design/flow/constraint.sdc
export NUM_CORES = 4
export LEC_CHECK = 1
export CORE_UTILIZATION = 50
```
`flow/constraint.sdc`:
```
current_design accel

set clk_period 9.0
set clk_io_pct 0.2

create_clock -name clk0 -period $clk_period [get_ports {clock}]

set non_clock_inputs [all_inputs -no_clocks]
set_input_delay [expr $clk_period * $clk_io_pct] -clock clk0 $non_clock_inputs
set_output_delay [expr $clk_period * $clk_io_pct] -clock clk0 [all_outputs]
```
`flow/design.v`:
```
module accel #
( parameter HOST_ADDR_BITS = 8,
  parameter HOST_DATA_BITS = 32,
  parameter MEM_LEN_BITS = 8,
  parameter MEM_ADDR_BITS = 32,
  parameter MEM_DATA_BITS = 64
)
(
  input                         clock,
  input                         reset,
  input                         host_req_valid,
  input                         host_req_opcode,
  input    [HOST_ADDR_BITS-1:0] host_req_addr,
  input    [HOST_DATA_BITS-1:0] host_req_value,
  output                        host_req_deq,
  output                        host_resp_valid,
  output   [HOST_DATA_BITS-1:0] host_resp_bits,
  output                        mem_req_valid,
  output                        mem_req_opcode,
  output     [MEM_LEN_BITS-1:0] mem_req_len,
  output    [MEM_ADDR_BITS-1:0] mem_req_addr,
  output                        mem_wr_valid,
  output    [MEM_DATA_BITS-1:0] mem_wr_bits,
  input                         mem_rd_valid,
  input     [MEM_DATA_BITS-1:0] mem_rd_bits,
  output                        mem_rd_ready
);
  localparam ADDER_BITS = 8;
  logic                      launch;
  logic                      finish;
  logic                      event_counter_valid;
  logic [HOST_DATA_BITS-1:0] event_counter_value;
  logic [HOST_DATA_BITS-1:0] length;
  logic [HOST_DATA_BITS-1:0] a_addr;
  logic [HOST_DATA_BITS-1:0] b_addr;
  logic [HOST_DATA_BITS-1:0] c_addr;
  logic                      a_valid;
  logic     [ADDER_BITS-1:0] a_data;
  logic                      b_valid;
  logic     [ADDER_BITS-1:0] b_data;
  logic     [ADDER_BITS-1:0] c_data;
  csr #
  (
    .HOST_ADDR_BITS(HOST_ADDR_BITS),
    .HOST_DATA_BITS(HOST_DATA_BITS)
  )
  c
  (
    .clock               (clock),
    .reset               (reset),
    .host_req_valid      (host_req_valid),
    .host_req_opcode     (host_req_opcode),
    .host_req_addr       (host_req_addr),
    .host_req_value      (host_req_value),
    .host_req_deq        (host_req_deq),
    .host_resp_valid     (host_resp_valid),
    .host_resp_bits      (host_resp_bits),
    .launch              (launch),
    .finish              (finish),
    .event_counter_valid (event_counter_valid),
    .event_counter_value (event_counter_value),
    .length              (length),
    .a_addr              (a_addr),
    .b_addr              (b_addr),
    .c_addr              (c_addr)
  );
  adder #
  (
    .ADDER_BITS(ADDER_BITS)
  )
  a
  (
    .clock               (clock),
    .reset               (reset),
    .a_valid             (a_valid),
    .a_data              (a_data),
    .b_valid             (b_valid),
    .b_data              (b_data),
    .c_data              (c_data)
  );
  mmu #
  (
    .MEM_LEN_BITS(MEM_LEN_BITS),
    .MEM_ADDR_BITS(MEM_ADDR_BITS),
    .MEM_DATA_BITS(MEM_DATA_BITS),
    .HOST_DATA_BITS(HOST_DATA_BITS),
    .ADDER_BITS(ADDER_BITS)
  )
  m
  (
    .clock               (clock),
    .reset               (reset),
    .mem_req_valid       (mem_req_valid),
    .mem_req_opcode      (mem_req_opcode),
    .mem_req_len         (mem_req_len),
    .mem_req_addr        (mem_req_addr),
    .mem_wr_valid        (mem_wr_valid),
    .mem_wr_bits         (mem_wr_bits),
    .mem_rd_valid        (mem_rd_valid),
    .mem_rd_bits         (mem_rd_bits),
    .mem_rd_ready        (mem_rd_ready),
    .launch              (launch),
    .finish              (finish),
    .event_counter_valid (event_counter_valid),
    .event_counter_value (event_counter_value),
    .length              (length),
    .a_addr              (a_addr),
    .b_addr              (b_addr),
    .c_addr              (c_addr),
    .a_valid             (a_valid),
    .a_data              (a_data),
    .b_valid             (b_valid),
    .b_data              (b_data),
    .c_data              (c_data)
  );
endmodule
 module adder #
(
  parameter ADDER_BITS = 8
)
(
  input                         clock,
  input                         reset,
  input                         a_valid,
  input        [ADDER_BITS-1:0] a_data,
  input                         b_valid,
  input        [ADDER_BITS-1:0] b_data,
  output       [ADDER_BITS-1:0] c_data
);
  logic [ADDER_BITS-1:0] a_reg;
  logic [ADDER_BITS-1:0] b_reg;
  always_ff @(posedge clock)
    if (reset)
      a_reg <= 'd0;
    else if (a_valid)
      a_reg <= a_data;
  always_ff @(posedge clock)
    if (reset)
      b_reg <= 'd0;
    else if (b_valid)
      b_reg <= b_data;
  assign c_data = a_reg + b_reg;
endmodule
module csr #
 (parameter HOST_ADDR_BITS = 8,
  parameter HOST_DATA_BITS = 32
)
(
  input                         clock,
  input                         reset,
  input                         host_req_valid,
  input                         host_req_opcode,
  input    [HOST_ADDR_BITS-1:0] host_req_addr,
  input    [HOST_DATA_BITS-1:0] host_req_value,
  output                        host_req_deq,
  output                        host_resp_valid,
  output   [HOST_DATA_BITS-1:0] host_resp_bits,
  output                        launch,
  input                         finish,
  input                         event_counter_valid,
  input    [HOST_DATA_BITS-1:0] event_counter_value,
  output   [HOST_DATA_BITS-1:0] length,
  output   [HOST_DATA_BITS-1:0] a_addr,
  output   [HOST_DATA_BITS-1:0] b_addr,
  output   [HOST_DATA_BITS-1:0] c_addr
);
  localparam NUM_REG = 8;
  typedef enum logic {IDLE, READ} state_t;
  state_t nstate, cstate;
  always_ff @(posedge clock)
    if (reset)
      cstate <= IDLE;
    else
      cstate <= nstate;
  always_comb begin
    nstate = cstate;
    case (cstate)
      IDLE: begin
        if (host_req_valid & ~host_req_opcode)
          nstate = READ;
      end
      READ: begin
        nstate = IDLE;
      end
    endcase
  end
  assign host_req_deq = (cstate == IDLE) ? host_req_valid : 1'b0;
  logic [HOST_DATA_BITS-1:0] rf [NUM_REG-1:0];
  genvar i;
  for (i = 0; i < NUM_REG; i++) begin
    logic wen = (cstate == IDLE)? host_req_valid & host_req_opcode & i*4 == host_req_addr : 1'b0;
    if (i == 0) begin
      always_ff @(posedge clock)
        if (reset)
          rf[i] <= 'd0;
        else if (finish)
          rf[i] <= 'd2;
        else if (wen)
          rf[i] <= host_req_value;
    end else if (i == 1) begin
      always_ff @(posedge clock)
        if (reset)
          rf[i] <= 'd0;
        else if (event_counter_valid)
          rf[i] <= event_counter_value;
        else if (wen)
          rf[i] <= host_req_value;
    end else begin
      always_ff @(posedge clock)
        if (reset)
          rf[i] <= 'd0;
        else if (wen)
          rf[i] <= host_req_value;
    end
  end
  logic [HOST_DATA_BITS-1:0] rdata;
  always_ff @(posedge clock)
    if (reset)
      rdata <= 'd0;
    else if ((cstate == IDLE) & host_req_valid & ~host_req_opcode)
      if (host_req_addr == 'h00)
        rdata <= rf[0];
      else if (host_req_addr == 'h04)
        rdata <= rf[1];
      else if (host_req_addr == 'h08)
        rdata <= rf[2];
      else if (host_req_addr == 'h0c)
        rdata <= rf[3];
      else if (host_req_addr == 'h10)
        rdata <= rf[4];
      else if (host_req_addr == 'h14)
        rdata <= rf[5];
      else
        rdata <= 'd0;
  assign host_resp_valid = (cstate == READ);
  assign host_resp_bits = rdata;
  assign launch = rf[0][0];
  assign length = rf[2];
  assign a_addr = rf[3];
  assign b_addr = rf[4];
  assign c_addr = rf[5];
endmodule
module mmu #
(
  parameter MEM_LEN_BITS = 8,
  parameter MEM_ADDR_BITS = 64,
  parameter MEM_DATA_BITS = 64,
  parameter HOST_DATA_BITS = 32,
  parameter ADDER_BITS = 8
)
(
  input                         clock,
  input                         reset,
  output                        mem_req_valid,
  output                        mem_req_opcode,
  output     [MEM_LEN_BITS-1:0] mem_req_len,
  output    [MEM_ADDR_BITS-1:0] mem_req_addr,
  output                        mem_wr_valid,
  output    [MEM_DATA_BITS-1:0] mem_wr_bits,
  input                         mem_rd_valid,
  input     [MEM_DATA_BITS-1:0] mem_rd_bits,
  output                        mem_rd_ready,
  input                         launch,
  output                        finish,
  output                        event_counter_valid,
  output   [HOST_DATA_BITS-1:0] event_counter_value,
  input    [HOST_DATA_BITS-1:0] length,
  input    [HOST_DATA_BITS-1:0] a_addr,
  input    [HOST_DATA_BITS-1:0] b_addr,
  input    [HOST_DATA_BITS-1:0] c_addr,
  output                        a_valid,
  output       [ADDER_BITS-1:0] a_data,
  output                        b_valid,
  output       [ADDER_BITS-1:0] b_data,
  input        [ADDER_BITS-1:0] c_data
);
  typedef enum logic [2:0] {IDLE,
                            READ_REQ,
                            READ_DATA,
                            WRITE_REQ,
                            WRITE_DATA} state_t;
  state_t nstate, cstate;
  logic               [31:0] cnt;
  logic                      rd_done;
  logic [HOST_DATA_BITS-1:0] raddr_a;
  logic [HOST_DATA_BITS-1:0] raddr_b;
  logic [HOST_DATA_BITS-1:0] waddr_c;
  always_ff @(posedge clock)
    if (reset)
      cstate <= IDLE;
    else
      cstate <= nstate;
  always_comb begin
    nstate = cstate;
    case (cstate)
      IDLE: begin
        if (launch)
          nstate = READ_REQ;
      end
      READ_REQ: begin
        nstate = READ_DATA;
      end
      READ_DATA: begin
        if (mem_rd_valid)
          if (rd_done)
            nstate = WRITE_REQ;
          else
            nstate = READ_REQ;
      end
      WRITE_REQ: begin
        nstate = WRITE_DATA;
      end
      WRITE_DATA: begin
        if (cnt == (length - 1'b1))
          nstate = IDLE;
        else
          nstate = READ_REQ;
      end
      default: begin
      end
    endcase
  end
  always_ff @(posedge clock)
    if (reset | cstate == IDLE | cstate == WRITE_DATA)
      rd_done <= 1'b0;
    else if (cstate == READ_DATA & mem_rd_valid)
      rd_done <= 1'b1;
  logic last;
  assign last = (cstate == WRITE_DATA) & (cnt == (length - 1'b1));
  logic [HOST_DATA_BITS-1:0] cycle_counter;
  always_ff @(posedge clock)
    if (reset | cstate == IDLE)
      cycle_counter <= '0;
    else
      cycle_counter <= cycle_counter + 'd1;
  assign event_counter_valid = last;
  assign event_counter_value = cycle_counter;
  always_ff @(posedge clock)
    if (reset | cstate == IDLE) begin
      raddr_a <= a_addr;
      raddr_b <= b_addr;
      waddr_c <= c_addr;
    end else if (cstate == WRITE_DATA) begin
      raddr_a <= raddr_a + 'd1;
      raddr_b <= raddr_b + 'd1;
      waddr_c <= waddr_c + 'd1;
    end
  assign mem_req_valid = (cstate == READ_REQ) | (cstate == WRITE_REQ);
  assign mem_req_opcode = cstate == WRITE_REQ;
  assign mem_req_len = 'd0;  
  assign mem_req_addr = (cstate == READ_REQ & ~rd_done)? {32'd0, raddr_a}
                      : (cstate == READ_REQ & rd_done)? {32'd0, raddr_b}
                      : {32'd0, waddr_c};
  assign a_valid = (cstate == READ_DATA) & mem_rd_valid & ~rd_done;
  assign a_data = mem_rd_bits[ADDER_BITS-1:0];
  assign b_valid = (cstate == READ_DATA) & mem_rd_valid & rd_done;
  assign b_data = mem_rd_bits[ADDER_BITS-1:0];
  assign mem_rd_ready = cstate == READ_DATA;
  assign mem_wr_valid = cstate == WRITE_DATA;
  assign mem_wr_bits = {{(MEM_DATA_BITS-ADDER_BITS){1'b0}}, c_data};
  always_ff @(posedge clock)
    if (reset | cstate == IDLE)
      cnt <= 'd0;
    else if (cstate == WRITE_DATA)
      cnt <= cnt + 1'b1;
  assign finish = last;
endmodule
```
`flow/run.sh`:
```
#!/bin/bash
# OpenROAD 26Q1-2900-gdf79404cd8, Yosys 0.63+post, stock flow scripts
make -C /OpenROAD-flow-scripts/flow DESIGN_CONFIG=/design/flow/config.mk WORK_HOME=/design/flow/orfs finish
```
==> deck_impl_summary.md <==
Implementation Results

Die
  • Placement Rows: 75
  • DIE AREA: around 44000 um^2
  • Die x size: around 210 um
  • Chip height: 209 um
  • Io pins: approximately 250
  • Floorplan core area: 42100 um^2
  • Floorplan utilization: between 50% and 60%

Layout
  • Register with the highest flop count: c.rf
  • Area Growth Syn to Fin: 12.4%
  • Max FFs per register: about 190
  • Combined flip-flop and latch cell area: between 9000 and 10000 um^2
  • Final core utilization: between 50% and 60%
  • Share of cells above drive strength 1: between 6 and 7%
  • Multi-input gate area in the final layout: about 11000 um^2
  • # fillers: 3680

Routing
  • Sum of routed wire length over all layers: 61700 um
  • Total iterations of the first detailed-routing run: 6
  • Tally of nets with antenna violations remaining after routing: 0
  • Routed via count: approximately 18000
  • Routed wire length per instance: roughly 19 um
  • # diodes: 0
  • Initial drt markers: between 1500 and 2000
  • Final routed DRC violation total: 0
  • Via-per-instance ratio: 5.65

CTS
  • Clock sink total: 407
  • TritonCTS clock tree: yes
  • Total CTS buffers: 45
  • Master cell of the clock root buffer: clkbuf_16
  • CTS-repair resized insts: 0
  • Buffers inserted by post-CTS timing repair: 0
  • Register clock-pin slew on the reported worst setup and hold paths: about 50 ps
  • Maximum buffer depth of the clock tree: 3
  • Clock latency at the later pin of the worst-skew pair: between 500 and 600 ps
  • Total number of H-tree levels: 2
  • Hold buffer count at CTS: 0

Critical path
  • CP bufs+invs: 2
  • Endpoint required time on the critical path: between 7000 and 8000 ps
  • Arrival time reported for the critical path endpoint: 3370 ps
  • Critical path endpoint category: output pin
  • RR Endpoint: c.rf[1][4]$_SDFFE_PP0P_
  • Crit path launch type: primary input
  • Maximum fanout count along the critical path: 7
  • Crit-path max cell delay: between 500 and 600 ps
  • Crit path depth: 3
  • Cells on worst reg2reg path: 8
  • Reg2reg setup slack: between 5000 and 6000 ps
  • Startpoint of the lowest-slack register-to-register path: c.rf[2][2]$_SDFFE_PP0P_
  • Crit path cell chain: clkdlybuf4s50_1 -> nor2b_1 -> clkdlybuf4s50_1
  • Slowest library cell on the worst path: clkdlybuf4s50_1
  • Largest delay contributor family on the critical path: buffers and inverters
  • Path type of the worst setup path: in -> out
  • Critical Path Most Common Cell: clkdlybuf4s50_1

Final timing
  • Max-slew headroom at the worst pin: a little over a third
  • Final worst path period need: ~5200 ps
  • Slew at the pin with the worst max-slew slack: 971 ps
  • Final Hold Violation Tally: 0
  • Total count of max-transition violations in the final report: 0
  • Final period util: a little under three fifths
  • Clock tree skew after final layout: 22.2 ps
  • Setup_tns: 0 ps
  • F_max: a little under 0.2 GHz
  • Final tally of setup violations: 0
  • Unrepaired setup endpoints after global routing: false
  • Worst hold slack across all endpoints: 454 ps

Global routing
  • Global-route congestion overflow total: 0
  • Antenna violations before repair: 0
  • Number of global-route vias before repair: about 17000
  • Maximum number of pins on one net before global-route repair: about 190
  • First-pass GRT wire length: approximately 96000 um
  • Total routing resource utilization after global routing: ~30%

Synth
  • Area share of the largest cell type after synthesis: 29.0%
  • Dominant synthesized flop cell: dfxtp_1
  • Synthesized area: 21500 um^2
  • Top area cells in the synthesized netlist: dfxtp_1 (29%), edfxtp_1 (13%), nand2_1 (9.1%)
  • Synthesized netlist cell count: between 2000 and 3000
  • Ys async rst share: 0%
  • Flop and latch count out of synthesis: a little over 400
  • YS warnings: 4
  • Cell Type Count: 67
  • Number of cells in the yosys synthesis report: roughly 2600
  • Top cell type by total area after synthesis: dfxtp_1
  • Number of flops mapped to enable cells by yosys: about 96
  • Sequential element share of the synthesized area: 42.4%
  • Synthesized area per cell: 8.21 um^2
  • Chip area in the Yosys report: 21500 um^2

Worst hold path
  • Worst hold start: c.rf[0][15]$_SDFFE_PP0P_
  • Kind of path behind the tightest hold check: reg -> reg
  • Cells on Worst Hold Path: 2
  • End of the worst hold path: c.rf[0][15]$_SDFFE_PP0P_

Place
  • Port buffer count: around 130
  • Final weighted congestion in routability-driven placement: around 0.96
  • Half-perimeter wire length after detailed placement: 42700 um

Flow run
  • Number of warnings in the stage logs: ~83
  • Max-cap violation count: 0

Power
  • Worst-case vdd ir drop: ~0.16 mV
  • Cell area power density: 154 nW/um^2
  • Cell leakage power: 8.47 nW

Status
  • Status: completed
## where the power goes
part	switching, W	total [W]	internal (W)
Clock	0.000742	0.00174	0.000996
Sequential	0.00000180	0.00187	0.00186
Combinational	0.0000789	0.000115	0.0000365
## metrics by stage
stage               total power [W]  setup slack (ps)  area (um^2)  instances
finish                      0.00372              3830        24100       3222
global route                0.00383              3750        24100       3222
CTS                         0.00375              3810        24100       3222
detailed placement          0.00202              3820        22800       3141
global placement            0.00202              3810        22800       3141
floorplan                   0.00197              4340        21700       2678
## worst max path at each step
stage                          start            to  slack, ps
after CTS             host_req_valid  host_req_deq       3810
after global routing  host_req_valid  host_req_deq       3750
final                 host_req_valid  host_req_deq       3830
## layout by cell type (no fill, tap or decap), drive strengths merged, types with 49 or more instances in the layout
cell	synthesis	layout
nor2	220	220
dfxtp	311	311
a21oi	271	271
nor2b	49	49
clkdlybuf4s50	0	128
o21ai	152	152
edfxtp	96	96
a22oi	51	51
clkbuf	157	66
mux2i	68	68
nand3	72	72
xor2	100	100
nor3	53	53
conb	1	64
nand2	524	524
xnor2	86	86
## tightest hold or removal path: stages (launching register included)
cell and delay (ps):
dfxtp_1 300, nand2_1 50, a21oi_1 50
## routing by layer
layer	track usage (%)	wire (um)	up-vias
li1	-	-	8969
met4	6.47	1590	0
met3	7.74	5470	99
met2	40.6	26000	656
met5	0	0	-
met1	48.1	28500	8485
## Yosys cell counts, drive strengths merged (13+ instances only)
library cell  instances
dfxtp               311
or3                  18
nand3                72
nor2                220
nor4                 20
and3                 38
xor2                100
clkbuf              157
a22oi                51
mux2                 36
xnor2                86
nand2               524
a22o                 24
nor3                 53
mux2i                68
inv                  24
a21oi               271
nand4                29
ha                   13
buf                  83
o22ai                30
edfxtp               96
nor2b                49
o21ai               152
## layout make-up
cell class	count	share of cell area [%]
multi-input combinational	2006	46.9
sequential	407	37.8
timing repair buffer	164	6.49
clock buffer	66	5.38
tap	539	2.79
inverter	25	0.389
clock inverter	15	0.311
## kinds of logic after synthesis
logic type | synth area share, %
fa+ha+maj | 0.851
xor+xnor | 7.69
simple gates | 22.3
mux | 5.57
buf+inv | 6.10
flops | 42.4
other cells | 0.0175
compound gates | 15.1
Power figures rest on the tool's default switching activity, not on a simulated workload.
