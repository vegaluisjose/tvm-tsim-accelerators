<file path="./design.v">
module host_axi #
(
  parameter HOST_ADDR_BITS = 8,
  parameter HOST_DATA_BITS = 32,
  parameter HOST_AXI_ADDR_BITS = 6,
  parameter HOST_AXI_DATA_BITS = 32,
  parameter HOST_AXI_STRB_BITS = HOST_AXI_DATA_BITS / 8
)
(
  input                               clock,
  input                               reset,
  input                               host_req_valid,
  input                               host_req_opcode,
  input          [HOST_ADDR_BITS-1:0] host_req_addr,
  input          [HOST_DATA_BITS-1:0] host_req_value,
  output                              host_req_deq,
  output                              host_resp_valid,
  output         [HOST_DATA_BITS-1:0] host_resp_bits,
  output                              s_axi_control_AWVALID,
  input                               s_axi_control_AWREADY,
  output     [HOST_AXI_ADDR_BITS-1:0] s_axi_control_AWADDR,
  output                              s_axi_control_WVALID,
  input                               s_axi_control_WREADY,
  output     [HOST_AXI_DATA_BITS-1:0] s_axi_control_WDATA,
  output     [HOST_AXI_STRB_BITS-1:0] s_axi_control_WSTRB,
  output                              s_axi_control_ARVALID,
  input                               s_axi_control_ARREADY,
  output     [HOST_AXI_ADDR_BITS-1:0] s_axi_control_ARADDR,
  input                               s_axi_control_RVALID,
  output                              s_axi_control_RREADY,
  input      [HOST_AXI_DATA_BITS-1:0] s_axi_control_RDATA,
  input                         [1:0] s_axi_control_RRESP,
  input                               s_axi_control_BVALID,
  output                              s_axi_control_BREADY,
  input                         [1:0] s_axi_control_BRESP
);
  typedef enum logic [2:0] {IDLE,
                            READ_REQ,
                            READ_DATA,
                            WRITE_REQ,
                            WRITE_DATA,
                            WRITE_ACK} state_t;
  state_t nstate, cstate;
  always_ff @(posedge clock)
    if (reset)
      cstate <= IDLE;
    else
      cstate <= nstate;
  always_comb begin
    nstate = cstate;
    case (cstate)
      IDLE: begin
        if (host_req_valid)
          if (host_req_opcode)
            nstate = WRITE_REQ;
          else
            nstate = READ_REQ;
      end
      READ_REQ: begin
        if (s_axi_control_ARREADY)
          nstate = READ_DATA;
      end
      READ_DATA: begin
        if (s_axi_control_RVALID)
          nstate = IDLE;
      end
      WRITE_REQ: begin
        if (s_axi_control_AWREADY)
          nstate = WRITE_DATA;
      end
      WRITE_DATA: begin
        if (s_axi_control_WREADY)
          nstate = WRITE_ACK;
      end
      WRITE_ACK: begin
        if (s_axi_control_BVALID)
          nstate = IDLE;
      end
      default: begin
      end
    endcase
  end
  logic [HOST_ADDR_BITS-1:0] addr;
  logic [HOST_DATA_BITS-1:0] data;
  always_ff @(posedge clock)
    if (reset) begin
      addr <= 'd0;
      data <= 'd0;
    end else if (cstate == IDLE && host_req_valid) begin
      addr <= host_req_addr;
      data <= host_req_value;
    end
  assign s_axi_control_AWVALID = cstate == WRITE_REQ;
  assign s_axi_control_AWADDR = addr[HOST_AXI_ADDR_BITS-1:0];
  assign s_axi_control_WVALID = cstate == WRITE_DATA;
  assign s_axi_control_WDATA = data;
  assign s_axi_control_WSTRB = 'hf;
  assign s_axi_control_BREADY = cstate == WRITE_ACK;
  assign s_axi_control_ARVALID = cstate == READ_REQ;
  assign s_axi_control_ARADDR = addr[HOST_AXI_ADDR_BITS-1:0];
  assign s_axi_control_RREADY = cstate == READ_DATA;
  assign host_req_deq = (cstate == READ_REQ & s_axi_control_ARREADY)
                      | (cstate == WRITE_REQ & s_axi_control_AWREADY);
  assign host_resp_valid = s_axi_control_RVALID;
  assign host_resp_bits = s_axi_control_RDATA;
  if (0) begin
    always_ff @(posedge clock) begin
      if (s_axi_control_AWVALID & s_axi_control_AWREADY)
        $display("[host] waddr:%x", s_axi_control_AWADDR);
      if (s_axi_control_WVALID & s_axi_control_WREADY)
        $display("[host] wdata:%x", s_axi_control_WDATA);
      if (s_axi_control_ARVALID & s_axi_control_ARREADY)
        $display("[host] raddr:%x", s_axi_control_ARADDR);
      if (cstate == IDLE & host_req_valid)
        $display("[host] opcode:%b addr:%x", host_req_opcode, host_req_addr);
    end
  end
endmodule
</file>
<file path="./run.sh">
#!/bin/bash
# OpenROAD 26Q1-2900-gdf79404cd8, Yosys 0.63+post, stock flow scripts
make -C /OpenROAD-flow-scripts/flow DESIGN_CONFIG=/design/flow/config.mk WORK_HOME=/design/flow/orfs finish
</file>
<file path="./config.mk">
export PLATFORM = sky130hd
export DESIGN_NAME = host_axi
export DESIGN_NICKNAME = host_axi
export VERILOG_FILES = /design/flow/design.v
export SDC_FILE = /design/flow/constraint.sdc
export NUM_CORES = 4
export LEC_CHECK = 1
export CORE_AREA = 10 10 122 122
export DIE_AREA = 0 0 132 132
</file>
<file path="./constraint.sdc">
current_design host_axi

set clk_period 2.5
set clk_io_pct 0.2

create_clock -name clk0 -period $clk_period [get_ports {clock}]

set non_clock_inputs [all_inputs -no_clocks]
set_input_delay [expr $clk_period * $clk_io_pct] -clock clk0 $non_clock_inputs
set_output_delay [expr $clk_period * $clk_io_pct] -clock clk0 [all_outputs]
</file>
==> flow_summary.toml <==
# yosys + openroad results
[flow_run]
tool_warnings = 31
maxCapViolations = 0

[sta]
drv_slew = 0
max-slew-margin-rel_pct = 57.9
min_period_ns = 2.10
holdWs_ns = 0.490
fin_skew_ns = 0.00428
fin_ws_ns = 0.402
hold_viol_final = 0
max_clock_freq_ghz = 0.477
rsz0062_at_grt = "no"
fin_crit_sh_pct = 83.9
tns_ns = 0
setup_viol = 0
worstMarginPinSlew_ns = 0.631

[clock_tree]
cts-root-buf = "clkbuf_16"
cts_resized = 0
clk_latency_ns = 0.29
clock-sinks = 44
cts_max_level = 2
cts_tree = "yes"
clkTransAtPathRegs_ns = 0.06
hold_buffers = 0
postCtsSetupRepairBufs = 0
cts_buffers = 5
clock_path_buffers = 2

[place]
place_ws_ns = 0.399
io_buffers = 97
gp_congestion = 0.715
dp_hpwl_um = 4090

[drt]
drtIter0Drc = 32
wl_per_cell_um = 13.2
viasPerCell = 3.85
drc = 0
wirelength_um = 6040
ant_nets = 0
first_pass_iters = 6
n_antenna_cell = 0
vias = 1768

[synthesis]
edf_count = 0
synth_cell_type_count = 17
top_area_share_pct = 37.4
synth_cells = 245
synthFlopType = "dfxtp_1"
ys_seq_share_pct = 37.4
top_cell = "buf_4"
yosys_register_bits = 44
yosys.area.top_type = "dfxtp_1"
netlist_area_um2 = 2350
common_cells = "buf_4, dfxtp_1, a21bo_1, a21oi_1, nand3_1"
yosys_area_um2 = 2350
avgSynthCellArea_um2 = 9.60
synth.area.top_cells = "dfxtp_1, a21bo_1, buf_4, a21oi_1, nand3_1"
ys_warn_count = 1
ys_async_sr_fraction_pct = 0
ys_cells = 245

[die]
core_um2 = 12200
die_h_um = 132
die_w_um = 132
num_rows = 40
ios = 172
die_area_um2 = 17400
initCoreUtil_pct = 19.3

[power]
p_per_area_nw_per_um2 = 575
max-vdd-ir-drop_v = 0.000333
p_leak_uw = 0.00115

[worst_hold_path]
min_path_type = "reg -> reg"

[grt]
grt_max_degree = 80
grt-ovfl-total = 0
grt_pass1_vias = 1773
grt_pass1_wl_um = 9530
grt_usage_pct = 6.59
antenna_found_initial = 0

[worst_setup_path]
cp_cell_sequence = "clkdlybuf4s50_1, nand2_1, nand2_1, clkdlybuf4s50_1"
required_ns = 2.00
end_kind = "output pin"
start_kind = "primary input"
critPathMaxStageDelay_ns = 0.49
critPathKind = "in -> out"
cp_max_fo = 2
cp.arrival_ns = 1.60
cp_slowest_cell = "clkdlybuf4s50_1"

[run_status]
outcome = "complete, no violations"

[layout]
syn_to_final_growth_pct = 38.6
layout-drive-gt1-share_pct = 12.4
## path summary, 6_finish.rpt
check | end | depth (start not counted) | start | slack [ns]
setup / recovery | host_req_deq | 4 | s_axi_control_ARREADY | 0.40
hold / removal | cstate[1] | 2 | cstate[1] | 0.49
setup reg to reg | data[19] | 3 | cstate[0] | 1.03
hold reg to reg | cstate[1] | 2 | cstate[1] | 0.49
## flip-flops by register name, summed over array words and instances, names as in the netlist
register	cells
addr	6
cstate	6
data	32
## routing by layer
metal / track usage (%) / wire [um]
met2: 9.24 / 2420
met3: 3.33 / 594
met1: 9.04 / 2950
met5: 0 / 0
met4: 0.989 / 79
## critical path: cells and delay by family
| family | cells | cell delay (ns) |
|---|---|---|
| buffers and inverters | 2 | 0.95 |
| and+or+nand+nor | 2 | 0.15 |
## cells in the final DEF (no fill, tap or decap), drive strengths merged, types with 4 or more instances in the layout
cell type,n
clkdlybuf4s50,95
dfxtp,44
a21oi,43
nand3,40
a21bo,38
clkbuf,7
buf,6
nand2b,5
nand2,5
conb,4
## power breakdown
group	internal [uW]	switching, uW	leakage, uW
Clock	527	284	0.0000901
Combinational	193	102	0.000698
Sequential	741	29.7	0.000361
Total	1460	416	0.00115
## kinds of logic after synthesis
group	share of synthesized area, %
flops	37.4
compound gates	27.5
simple gates	13.1
other cells	0.159
buf+inv	21.8
## area by class of cell
class / count / area, um2
clock buffers: 7 / 153
repair buffers: 101 / 1020
flip-flops and latches: 44 / 882
multi-input cells: 138 / 970
fillers: 1286 / 8900
well taps: 168 / 210
clock inverters: 1 / 30.0
## stage by stage
stage	instance area [um2]	instances	utilization, %	power (uW)
floorplan	2360	248	-	960
global placement	3080	451	25.3	1080
detailed placement	3080	451	25.3	1090
CTS	3260	459	26.8	1930
global route	3260	459	26.8	1970
finish	3260	459	26.8	1880
Power and IR drop assume default switching activity.
